`run.sh`:
```
#!/bin/bash
# OpenROAD 26Q1-2900-gdf79404cd8, Yosys 0.63+post, stock flow scripts
make -C /OpenROAD-flow-scripts/flow DESIGN_CONFIG=/design/flow/config.mk WORK_HOME=/design/flow/orfs finish
```
`config.mk`:
```
export PLATFORM = sky130hd
export DESIGN_NAME = counter
export DESIGN_NICKNAME = counter
export VERILOG_FILES = /design/flow/design.v
export SDC_FILE = /design/flow/constraint.sdc
export NUM_CORES = 4
export LEC_CHECK = 1
export CORE_AREA = 10 10 70 70
export DIE_AREA = 0 0 80 80
```
`constraint.sdc`:
```
current_design counter

set clk_period 2.0
set clk_io_pct 0.2

create_clock -name clk0 -period $clk_period [get_ports {clk}]

set non_clock_inputs [all_inputs -no_clocks]
set_input_delay [expr $clk_period * $clk_io_pct] -clock clk0 $non_clock_inputs
set_output_delay [expr $clk_period * $clk_io_pct] -clock clk0 [all_outputs]
```
`design.v`:
```
module counter #(parameter WIDTH = 5)(
    input clk , rst , enable , load ,
    input [WIDTH-1:0] cnt_in ,
    output reg [WIDTH-1:0] cnt_out 
);
    reg [WIDTH-1:0] next_count;
    always @(*) begin
        if (rst) begin
            next_count = {WIDTH{1'b0}};   
        end
        else if (load) begin
            next_count = cnt_in;          
        end
        else if (enable) begin
            next_count = cnt_out + 1;     
        end
        else begin
            next_count = cnt_out;         
        end
    end
    always @(posedge clk) begin
        cnt_out <= next_count;           
    end
endmodule
```
==> flow_summary_export.csv <==
group,metric,value,unit
outcome,outcome,"finished clean",
global_route,grt_pass1_wl,1.145,mm
setup_path,r2r_cells,4,
floorplanning,die.size.y,80,um
clock_network,cts_resized,0,
setup_path,cp_num_buf_inv,1,
job,tool_warnings,25,
floorplanning,rows,21,
finish,area_growth,81.46,%
synthesis,top_area_cell,"dfxtp_1",
setup_path,cp_slowest_stage_delay,0.50,ns
finish,fin_area,465.4,um^2
final_timing,worst_pin_slew,0.3197,ns
floorplanning,chipWidth,80,um
final_timing,period_used_share,0.7678,
floorplanning,initCoreUtil,0.07509,
final_timing,period_needed,1.536,ns
clock_network,tritoncts.num_buffers,3,
clock_network,cts_setup_buffers,0,
clock_network,ctsRootBufferMaster,"clkbuf_4",
final_timing,setup_slack,0.4645,ns
routing,drtIter0Drc,18,
routing,wl_per_cell,8.267,um
clock_network,cts_hold_buf,0,
routing,via_count,255,
routing,routed_wl,744,um
setup_path,cpMaxStageDelayCell,"clkdlybuf4s50_1",
clock_network,cts_tree,"built",
synthesis,ys_chip_area,256.5,um^2
final_timing,timing.slew.headroom,0.7862,
setup_path,r2r_start,"cnt_out[0]",
routing,via_per_inst,2.833,
synthesis,synth.top_cell.area_share,0.3902,
hold_path,worstHoldEndpoint,"cnt_out[4]",
setup_path,cp.required,1.60,ns
job,drv_cap,0,
routing,drc,0,
routing,route.antenna.diode_count,0,
global_route,grt_pass1_vias,246,
place,dp_slack,0.3812,ns
routing,ant_nets,0,
clock_network,cts.sinks,5,
place,place_area,439.2,um^2
setup_path,regToRegEndpoint,"cnt_out[1]",
power_and_ir_drop,power.density,624.1,mW/mm^2
setup_path,crit_path_end_kind,"output port",
finish,top_regs,"cnt_out x5",
floorplanning,ioPinCount,14,
routing,drt_pass1_iterations,3,
final_timing,final_hold_viol_count,0,
global_route,grt_max_degree,9,
hold_path,holdCritStartpoint,"cnt_out[4]",
setup_path,crit_arrival,1.14,ns
global_route,grt_antenna_before_repair,0,
synthesis,avgSynthCellArea,9.161,um^2
synthesis,ys.flops,5,
setup_path,timing.reg2reg.setup_slack,0.79,ns
synthesis,netlist_area,256.5,um^2
place,routabilityCongestion,0.7128,
finish,utilization,0.1363,
synthesis,ys_cells,28,
finish,layout-drive-gt1-share,0.06818,
floorplanning,chipArea,0.006400,mm^2
power_and_ir_drop,power_leakage,0.1782,nW
synthesis,synth.top_cells.by_area,"dfxtp_1 39%, xnor2_1 10%, o21a_1 8.8%",
global_route,grt_overflow,0,
finish,largest_register_ff_count,5,
synthesis,syn-instance-count,28,
finish,top_register,"cnt_out",
setup_path,critical-path-top-delay-family,"buffers and inverters",
synthesis,synth_cell_type_count,13,
final_timing,rsz0062_at_grt,"false",
final_timing,slew_viol_final,0,
clock_network,clk_pin_slew_worst_paths,0.04,ns
clock_network,clockBufferDepth,2,
hold_path,hold_depth,2,
final_timing,fmax,0.6512,GHz
power_and_ir_drop,peakVddDrop,0.1099,mV
clock_network,clk_latency,0.24,ns
final_timing,finClkSkew,0.0006609,ns
setup_path,worstSetupPathType,"flip-flop to output port",
final_timing,finalSetupViolCount,0,
hold_path,min_path_type,"flip-flop to flip-flop",
setup_path,crit_path_max_fanout,4,
final_timing,setup-tns-final,0,ns
floorplanning,coreArea,0.003416,mm^2
global_route,grt_usage,0.02320,
synthesis,ys_seq_share,0.3902,
setup_path,critPathLaunchType,"flip-flop",
synthesis,yosysWarnings,1,
clock_network,h-tree-depth,1,
place,port-buffer-count,13,
power_and_ir_drop,p_total,0.2905,mW
setup_path,cp_cell_sequence,"clkdlybuf4s50_1",
==> power breakdown <==
group          internal [mW]  switching, mW
registers              0.108        0.00782
logic                 0.0393         0.0164
clock network         0.0755         0.0433
total                  0.223         0.0675
==> metrics by stage <==
stage / std cells / hold WS, ns
2_1_floorplan: 28 / 0.4724
4_1_cts: 90 / 0.5914
3_3_place_gp: 86 / 0.5715
5_1_grt: 90 / 0.6282
6_report: 90 / 0.5810
3_5_place_dp: 86 / 0.5810
==> worst max path at each step <==
stage | start | endpoint | slack (ns) | cells after the start
after global routing | cnt_out[0] | cnt_out[0] | 0.40 | 1
after CTS | cnt_out[2] | cnt_out[2] | 0.44 | 1
final | cnt_out[2] | cnt_out[2] | 0.46 | 1
==> cell families (layout without fill, tap and decap cells) <==
group                    Yosys count  count (layout)  synth area share
AND-OR/OR-AND                      6               6            0.1463
XOR/XNOR                           4               4            0.1366
adder cells (fa/ha/maj)            1               1           0.04877
buffers and inverters              4              20           0.06339
flip-flops                         5               5            0.3903
multiplexers                       3               3            0.1220
AND/OR/NAND/NOR                    5               5           0.09267
==> cell type report <==
| class | count | area, um^2 |
|---|---|---|
| inverter | 3 | 11.26 |
| timing repair buffer | 13 | 130.1 |
| tap | 46 | 57.56 |
| clock buffer | 4 | 26.28 |
| fill | 394 | 2950 |
| multi-input combinational | 19 | 140.1 |
| sequential | 5 | 100.1 |
==> Yosys cell counts (all sizes together) <==
| master | n |
|---|---|
| a21oi | 3 |
| buf | 1 |
| dfxtp | 5 |
| ha | 1 |
| inv | 3 |
| mux2 | 1 |
| mux2i | 2 |
| nand2 | 1 |
| nand4 | 2 |
| nor2 | 2 |
| o21a | 3 |
| xnor2 | 3 |
| xor2 | 1 |
==> worst register-to-register path: stages, from the launching register on <==
cell     delay (ns)
dfxtp_1        0.38
ha_1           0.25
mux2_1         0.29
mux2i_1        0.13
nor2_1         0.05
==> layer usage <==
layer	share of wire	global-route usage	up-vias
met1	0.40	0.02472	111
li1	-	-	126
met4	0.070	0.01408	0
met2	0.37	0.02970	13
met5	0	0	-
met3	0.16	0.02045	5
==> placed cells by master, fill, tap and decap left out <==
cell / count
a21oi_1: 3
clkbuf_1: 1
clkbuf_4: 3
clkdlybuf4s50_1: 13
dfxtp_1: 5
ha_1: 1
inv_1: 3
mux2_1: 1
mux2i_1: 2
nand2_1: 1
nand4_1: 2
nor2_1: 2
o21a_1: 3
xnor2_1: 3
xor2_1: 1
Power and IR drop assume default switching activity.
