[design/flow/run.sh]
#!/bin/bash
# OpenROAD 26Q1-2900-gdf79404cd8, Yosys 0.63+post, stock flow scripts
make -C /OpenROAD-flow-scripts/flow DESIGN_CONFIG=/design/flow/config.mk WORK_HOME=/design/flow/orfs finish
[design/flow/config.mk]
export PLATFORM = sky130hd
export DESIGN_NAME = memory
export DESIGN_NICKNAME = memory
export VERILOG_FILES = /design/flow/design.v
export SDC_FILE = /design/flow/constraint.sdc
export NUM_CORES = 4
export LEC_CHECK = 1
export CORE_UTILIZATION = 40
[design/flow/constraint.sdc]
current_design memory

set clk_period 1.8
set clk_io_pct 0.2

create_clock -name clk0 -period $clk_period [get_ports {clk}]

set non_clock_inputs [all_inputs -no_clocks]
set_input_delay [expr $clk_period * $clk_io_pct] -clock clk0 $non_clock_inputs
set_output_delay [expr $clk_period * $clk_io_pct] -clock clk0 [all_outputs]
[design/flow/design.v]
module memory #(
  parameter AWIDTH = 5,
  parameter DWIDTH = 8
)(
  input clk, wr, rd,
  input [AWIDTH-1:0] addr,
  inout [DWIDTH-1:0] data
);
  reg [DWIDTH-1:0] array [0:(1<<AWIDTH)-1];
  reg [DWIDTH-1:0] data_out;
  always @(posedge clk) begin
    if (wr)
      array[addr] <= data;
  end
  always @(posedge clk) begin
    if (rd)
      data_out <= array[addr];
  end
  assign data = (rd && !wr) ? data_out : {DWIDTH{1'bz}};
endmodule
==> results_dict.tcl <==
# flow metrics
set metrics [dict create \
    postSynthSeqShare_pct 77.07 \
    syn_avg_cell_area_um2 17.86 \
    postSynthCellCount 576 \
    stop_stage "4_1_cts" \
    fp_util_pct 40.85 \
    postCtsSetupRepairBufs 0 \
    pre_cts_slack_ns -0.6346 \
    main_area_contributors_after_synthesis "sky130_fd_sc_hd__edfxtp_1 77%, sky130_fd_sc_hd__mux2i_1 12%, sky130_fd_sc_hd__o22ai_1 3.8%, sky130_fd_sc_hd__buf_2 1.1%, sky130_fd_sc_hd__nor2_1 1.1%" \
    place_congestion 0.9560 \
    place_hpwl_um 16250 \
    cts_max_path_bufs 3 \
    yosysTopAreaCellShare_pct 77.07 \
    buffer_ports.inserted 7 \
    synth_stat.cells 576 \
    htree_num_levels 1 \
    synth_warnings 2 \
    largest_area_contributor_in_the_netlist "sky130_fd_sc_hd__edfxtp_1" \
    height_of_the_die_um 162.4 \
    row_count 58 \
    synthDistinctLibCells 23 \
    tritoncts.num_buffers 26 \
    toolErrorMsg "[error] [KeplerFormal.cpp:679] Workflow failed: Iso has multiple drivers: .data0, data[0]$_DFFE_PP_.Q0" \
    synth_area_um2 10290 \
    synth.ff_latch_count 264 \
    die.size.x_um 162.4 \
    total_cell_area_reported_by_yosys_after_synthesis_um2 10290 \
    placed_cells_incl_taps 1000 \
    postCtsResizedCells 13 \
    status "stopped before the end" \
    clock_tree.root_cell "sky130_fd_sc_hd__clkbuf_16" \
    floorplan.io_pins 16 \
    clock_sinks 264 \
    dpl-instance-area_um2 11980 \
]
==> synth_stat cells, drive strengths merged <==
master,instances
or4bb,1
nand3b,4
nand4b,4
nand4,1
or4,1
or3,1
nor3,4
or4b,4
nand3,2
buf,26
o22ai,64
clkbuf,9
nand4bb,5
or3b,3
nor4,16
nand2,10
edfxtp,264
nor2,29
mux2i,128
==> kinds of logic after synthesis <==
logic type	synth area share, %
simple gates	4.817
flops	77.07
compound gates	3.953
mux	12.46
buf+inv	1.703
