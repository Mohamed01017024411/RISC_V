**design.v**
```verilog
module controller (
  input [2:0] phase , opcode , 
  input zero ,
  output reg sel , rd , ld_ir , halt , inc_pc , ld_ac , ld_pc , wr , data_e  
);
 always @(*) begin
    sel = 1'b0;
    rd = 1'b0;
    ld_ir = 1'b0;
    halt = 1'b0;
    inc_pc = 1'b0;
    ld_ac = 1'b0;
    ld_pc = 1'b0;
    wr = 1'b0;
    data_e = 1'b0; 
   case(phase)
     3'b000:begin sel=1'b1; end  
     3'b001:begin sel=1'b1 ; rd=1'b1; end  
     3'b010:begin sel=1'b1;rd=1'b1;ld_ir=1'b1; end  
     3'b011:begin sel=1'b1;rd=1'b1;ld_ir=1'b1; end
     3'b100:begin halt =(opcode==3'b000);
            inc_pc=1;
       end  
     3'b101: begin 
           rd=(opcode==3'b010)||(opcode==3'b011)||(opcode==3'b100)||(opcode==3'b101); 
      end
     3'b110:begin
          rd=(opcode==3'b010)||(opcode==3'b011)||(opcode==3'b100)||(opcode==3'b101);
          inc_pc=(opcode==3'b001) && zero ;
          ld_pc=(opcode==3'b111) ;
          data_e= (opcode==3'b110);
      end
     3'b111:begin  
            rd = (opcode == 3'b010) || (opcode == 3'b011) || 
                 (opcode == 3'b100) || (opcode == 3'b101);
            ld_ac = (opcode == 3'b010) || (opcode == 3'b011) || 
                    (opcode == 3'b100) || (opcode == 3'b101);
            ld_pc = (opcode == 3'b111);  
            wr = (opcode == 3'b110);     
            data_e = (opcode == 3'b110);  
        end
   endcase
 end
endmodule
```
**run.sh**
```bash
#!/bin/bash
# OpenROAD 26Q1-2900-gdf79404cd8, Yosys 0.63+post, stock flow scripts
make -C /OpenROAD-flow-scripts/flow DESIGN_CONFIG=/design/flow/config.mk WORK_HOME=/design/flow/orfs finish
```
**config.mk**
```make
export PLATFORM = sky130hd
export DESIGN_NAME = controller
export DESIGN_NICKNAME = controller
export VERILOG_FILES = /design/flow/design.v
export SDC_FILE = /design/flow/constraint.sdc
export NUM_CORES = 4
export LEC_CHECK = 1
export CORE_AREA = 10 10 70 70
export DIE_AREA = 0 0 80 80
```
**constraint.sdc**
```tcl
current_design controller

set clk_period 1.0
set clk_io_pct 0.2

create_clock -name clk0 -period $clk_period

set non_clock_inputs [all_inputs -no_clocks]
set_input_delay [expr $clk_period * $clk_io_pct] -clock clk0 $non_clock_inputs
set_output_delay [expr $clk_period * $clk_io_pct] -clock clk0 [all_outputs]
```
==> notes.md <==
fresh numbers from the pnr run: # Cells Yosys 17, synth top area cells nor2_1 (20%), nand4bb_1 (12%), a21oi_1 (11%), xnor2_1 (9.2%), inv_1 (7.9%), IO Port Bufs 16, placed cell count 84, max incr delay on CP 0.52 ns, Max Fclk 829 MHz, die width 80 um, drt drc 0, worst path bufs/invs 2, final hold violation count 0, Logic area 143 um^2, max_cap viols 0, I/O Pins 16, Int Power 77.3 uW, RSZ-0062 raised after global routing true, antenna violations before repair 0, Avg WL per Cell 7.45 um, Die ar. 6400 um^2, Congestion Overflow GR 0, Layout area overhead 317%, Net Sw Frac 36.4%, CP arrival 1.01 ns, GRT Util Overall 1.92%, Min Clock Period, post-route 1.21 ns, post-route setup TNS -0.267 ns, Top Layout Cells buf_2 (10), buf_6 (8), nor2_2 (3), share of layout cells above drive strength 1 77.5%, drt pass-1 iters 2, leak pwr 0.000174 uW, VDD IR max 38.5 uV, setup slack after layout -0.207 ns, routability cong. 0.749, Max Slew Vio Count 0, YS warnings 1, Avg Inst Size Synth 5.59 um^2, net load switching power 44.2 uW, vias in the first global route 228, Yosys top cell by area nor2_1, crit path launch type primary input, largest net degree at the start of global routing 6, Critical Path RT 0.80 ns, Floorplan Utilization 2.78%, Synth Cell Area 95.1 um^2, CP max stage cell or4_4, Top Family by Delay on Critical Path simple AND/OR/NAND/NOR gates, first-iteration detailed-routing DRC count 3, Routed Wire Length 641 um, tool warnings 34, first-pass GRT wire length 1070 um, final instance count without filler cells 86, worst hold path class in2out, clkbuf count 0, Routed Antenna Nets 0, # fillers 401, Flop pwr share 0%, Vias 206, status finished, violations left, Distinct lib cells used 11, worst-margin pin slew 0.138 ns, Vias/cell 2.40, fin crit share 121%, fin util 11.6%, most frequent logic cell in the layout buf_2, # setup viols final 2, # rows 21, hpwl dp 539 um, Yosys chip area 95.1 um^2, core area 3420 um^2, crit path kind in2out, Critical Path Fanout Max 2, Combinational Power Share 100.0%, Area leader share 19.7%, crit path capture type output pin, number of inserted diodes 0, CP cell instances buf_6 > or4_4 > nor2_2 > buf_2, Total Power 122 uW, Seq. cell area 0 um^2, Die Ht 80 um, Slew headroom 90.8%, Post-Synthesis Cells 17, Clock Power Share 0%, Post-CTS Hold Buffers 0, failing checks negative setup slack, registers 0, sequential cell area fraction in the yosys report 0%, PD cells 306 nW/um^2
## cell type report
| class | instances | area share (%) |
|---|---|---|
| inverter | 2 | 1.89 |
| multi-input combinational | 15 | 36.0 |
| tap | 46 | 14.5 |
| timing repair buffer | 23 | 47.6 |
## power by group through the flow
| stage | registers, uW | clock network [uW] | logic (uW) |
|---|---|---|---|
| 4_1_cts | 0 | 0 | 107 |
| 5_1_grt | 0 | 0 | 134 |
| 6_report | 0 | 0 | 122 |
## cells by family (layout without fill, tap and decap cells)
logic type      after synthesis  in the layout  share of synthesized area (%)
xor+xnor                      1              1                           9.21
compound gates                2              2                           10.5
simple gates                 12             12                           72.4
buf+inv                       2             25                           7.90
## worst paths after layout
path / cells past startpoint / startpoint / endpoint
setup / recovery: 4 / phase[1] / halt
hold / removal: 3 / opcode[0] / data_e
## per-layer routing
metal  wire (um)  part of all wire [%]  GRT usage [%]
met1         273                    43           2.11
met2         263                    41           3.37
met3         104                    16           1.02
met4           0                     0              0
met5           0                     0              0
## Yosys cell counts
cell,number
nand2b_1,1
nand3_1,1
nand4_1,1
nand4bb_1,1
a21oi_1,2
nor3b_1,1
nor2b_1,1
inv_1,2
xnor2_1,1
nor2_1,5
or4_1,1
## what timing repair did
item / in CTS / in global routing
pin swaps: 9 / 8
gates resized: 62 / 12
endpoints found under the setup margin: 9 / 7
setup buffers: 4 / 0
## per-stage QoR
stage	instance area, um^2	hold WS, ns	setup slack, ns
finish	397	0.625	-0.207
global route	397	0.638	-0.242
CTS	369	0.629	-0.210
detailed placement	350	1.39	-0.979
global placement	350	1.38	-0.964
floorplan	95.1	0.409	0.0446
Power and IR drop assume default switching activity.
